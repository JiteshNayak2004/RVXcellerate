$ cat /design/flow/design.v
module regfile(input logic clk,
					input logic we3,
					input logic [4:0] ra1, ra2,wa3,  
					input logic [31:0] wd3,
					output logic [31:0] rd1, rd2);  
	logic [31:0] rfile[31:0];
	always_ff @(posedge clk)
	if (we3) rfile[wa3] <=wd3;  
	assign rd1 = (ra1 != 0) ? rfile[ra1] : 0;  
	assign rd2 = (ra2 !=0) ? rfile[ra2] : 0;
endmodule
$ cat /design/flow/run.sh
#!/bin/bash
# OpenROAD 26Q1-2900-gdf79404cd8, Yosys 0.63+post, stock flow scripts
make -C /OpenROAD-flow-scripts/flow DESIGN_CONFIG=/design/flow/config.mk WORK_HOME=/design/flow/orfs finish
$ cat /design/flow/config.mk
export PLATFORM = sky130hd
export DESIGN_NAME = regfile
export DESIGN_NICKNAME = regfile
export VERILOG_FILES = /design/flow/design.v
export SDC_FILE = /design/flow/constraint.sdc
export NUM_CORES = 4
export LEC_CHECK = 1
export CORE_UTILIZATION = 40
$ cat /design/flow/constraint.sdc
current_design regfile

set clk_period 9.9
set clk_io_pct 0.2

create_clock -name clk0 -period $clk_period [get_ports {clk}]

set non_clock_inputs [all_inputs -no_clocks]
set_input_delay [expr $clk_period * $clk_io_pct] -clock clk0 $non_clock_inputs
set_output_delay [expr $clk_period * $clk_io_pct] -clock clk0 [all_outputs]
==> ci_impl_report.md <==
## Implementation flow summary

| Metric | Value |
|---|---|
| Comb gate area | about 0.015 mm^2 |
| Yosys stat area | between 0.04 and 0.05 mm^2 |
| Core area | around 0.12 mm^2 |
| CTS tree | yes |
| Critical Path RT | between 7 and 8 ns |
| Avg Inst Size Synth | between 15 and 20 um^2 |
| Crit-path max cell delay | between 1 and 1.5 ns |
| Chip footprint | around 0.12 mm^2 |
| Clk sinks | slightly above 1000 |
| Pin count of the biggest net entering global routing | between 70 and 80 |
| Worst EP arrival | approximately 6.5 ns |
| Routed via count | between 20000 and 30000 |
| Final period util | ~86% |
| DP Cell Count | ~4000 |
| Power after layout | approximately 0.0098 W |
| Main flop type | edfxtp_1 |
| Final setup viols | 0 |
| Routed WL | approximately 150000 um |
| Num CTS Buffers | around 110 |
| Largest regs | rfile (1024) |
| Hold Crit Class | in2reg |
| Yosys stat cell total | approximately 2400 |
| Synthesis-stage register bit count | 1024 |
| Number of global-route vias before repair | just under 30000 |
| Startpoint types | primary input |
| Yosys warning total | 1 |
| Post-Synth Simple-Gate Area | about 1.9% |
| Most flops, register | rfile |
| CP cell instances | buf_4 -> buf_4 -> or3_2 -> buf_4 -> nor3_4 -> buf_4 -> nor3_1 -> clkdlybuf4s50_1 |
| FFs w/ async S/R, synth | 0% |
| Post-Synth AOI/OAI Area | 5.41% |
| WL/cell | about 35 um |
| Max-Cap Viols | 1 |
| Worst Setup Path Type | in2out |
| Run status | finished, violations left |
| Grt ovf | 0 |
| Pwr dens | 181 mW/mm^2 |
| Postcts setup bufs | 0 |
| Cells after synthesis | approximately 2400 |
| Accumulated negative setup slack | 0 ns |
| Initial antenna violation count | 8 |
| # IOs | between 100 and 150 |
| # rows | approximately 130 |
| Fin. max-slew vios | 2 |
| Distinct lib cells | approximately 40 |
| Synth Seq Share | 65.5% |
| Relative slew slack | -0.905% |
| Drt drc | 0 |
| OpenROAD warning count | 26 |
| H-Tree Depth | 3 |
| Worst IR drop on VDD | 0.144 mV |
| Clk buf depth | 3 |
| Buf/Inv on CP | 5 |
| Antenna Violating Nets Remaining | 0 |
| Xor/xnor share | 0% |
| Register area | 0.0307 mm^2 |
| CP dominant cell by count | buf_4 |
| Non-filler cells, final | 4149 |
| Adder Area Share | 0% |
| CTS-repair resized insts | 0 |
| Final Wtd Congestion | just over 0.9 |
| Max FFs per register | between 1000 and 1500 |
| Share of cells above drive strength 1 | roughly 29% |
| Die width | between 300 and 400 um |
| Worst Max-Slew Pin Slew | 1.50 ns |
| RSZ-0062 raised after global routing | false |
| Worst Setup End Kind | primary output |
| Fill count | about 9500 |
| Failing checks | capacitance limit, slew limit |
| Final Hold Viols | 0 |
| DR pass1 iterations | 5 |
| Detailed router's first-iteration violation count | between 1500 and 2000 |
| GRT Overall Usage | 27.2% |
| Area growth, synth to finish | 14.4% |
| CP Max Fanout | 28 |
| Main logic family | multiplexers |
| Fmax | about 120 MHz |
| Multiplexer share | 24.9% |
| Clock Tree Root | clkbuf_16 |
| Post-synth EDFFs | between 1000 and 1500 |
| CTS hold repair buffers | 0 |
| Leak pwr | about 17 nW |
| Initial Util | between 40% and 50% |
| Mapped Area | around 0.047 mm^2 |
| First-pass GRT wire length | roughly 210000 um |
| Count of input and output buffers | about 110 |
| Final min period | 8.47 ns |
| Crit path max-delay cell type | nor3_1 |
| CP delay by family, top | buffers and inverters |
| Detailed Place HPWL | 87500 um |
| Worst-path clk slew | around 0.07 ns |
| Vias per inst | ~6.4 |
| Die H | approximately 340 um |
-- through the flow --
stage	utilization (%)	hold WS [ns]	instance area [um^2]	worst slack, ns
3_5_place_dp	43.1	2.81	50200	1.62
5_1_grt	46.2	2.14	53700	1.38
2_1_floorplan	-	2.08	47000	4.37
3_3_place_gp	43.1	2.81	50200	1.71
4_1_cts	46.2	2.09	53700	1.63
6_report	46.2	2.12	53700	1.43
-- cells in the mapped netlist, types with 4 or more instances --
library cell  number  area (um^2)
nor4_1             9         56.3
a221oi_1          23          201
inv_1             25         93.8
nand3b_1           7         52.6
buf_6             12          135
mux2i_1          183         1830
and2_1            13         81.3
buf_2             58          290
nand2_1           65          244
a211o_1           23          201
clkbuf_1         104          390
mux2_1            19          214
nor2_1            35          131
o22ai_1           55          344
a22o_1            62          543
a211oi_1          47          353
nor2b_1            8         50.1
edfxtp_1        1024        30700
nand3_1            4         20.0
nor3_1            32          160
a2111oi_0         31          272
buf_1              7         26.3
mux2_2             5         56.3
o221ai_1          31          272
a21oi_1           46          230
buf_4             20          150
mux4_2           425         9570
a32o_1             9         90.1
-- cells by family (layout without fill, tap and decap cells) --
logic type,count (synthesis),after routing
flops,1024,1024
mux,632,632
compound gates,331,331
buf+inv,226,446
simple gates,187,187
other cells,0,5
-- area by class of cell --
cell class,count,share of cell area (%)
Tap cell,1524,3.55
Clock inverter,62,1.34
Timing Repair Buffer,227,3.80
Antenna cell,5,0.0233
Multi-Input combinational cell,1150,28.7
Sequential cell,1024,57.2
Clock buffer,132,5.20
Inverter,25,0.179
-- worst paths after layout --
kind / start / to / slack (ns) / depth (start not counted)
worst min-delay path: wd3[19] / rfile[29][19] / 2.12 / 2
worst max-delay path: ra2[1] / rd2[2] / 1.43 / 8
-- routing by layer --
layer  vias up  track usage (%)  routed length [um]  part of all wire (%)
li1      10700                -                   -                     -
met4        14             6.43                4210                   2.9
met5         -             4.65                 628                  0.43
met3       279             24.8               30400                    21
met2      2203             38.5               65700                    45
met1     13300             30.2               44300                    30
-- placed cells by master, fill, tap and decap left out, types with 46 or more instances in the layout --
master           instances
a211oi_1                47
a21oi_1                 46
a22o_1                  62
buf_4                  112
clkbuf_16              108
clkdlybuf4s50_1        105
edfxtp_1              1024
mux2i_1                183
mux4_2                 425
nand2_1                 64
o22ai_1                 55
-- power by group --
group / switching, W / leakage [nW] / internal, W
Clock: 0.00163 / 1.70 / 0.00241
Sequential: 0.0000210 / 9.22 / 0.00483
Combinational: 0.000504 / 6.15 / 0.000363
Total: 0.00216 / 17.1 / 0.00759
Power and IR drop assume default switching activity.
