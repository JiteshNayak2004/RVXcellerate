==> design.v <==
module dmem(input logic clk,we,input logic [31:0] a,wd,output logic [31:0] rd);
logic [31:0] RAM[63:0];
assign rd = RAM[a[31:2]];
always_ff @(posedge clk)
	if (we) RAM[a[31:2]] <= wd;
endmodule
==> run.sh <==
#!/bin/bash
# OpenROAD 26Q1-2900-gdf79404cd8, Yosys 0.63+post, stock flow scripts
make -C /OpenROAD-flow-scripts/flow DESIGN_CONFIG=/design/flow/config.mk WORK_HOME=/design/flow/orfs finish
==> config.mk <==
export PLATFORM = sky130hd
export DESIGN_NAME = dmem
export DESIGN_NICKNAME = dmem
export VERILOG_FILES = /design/flow/design.v
export SDC_FILE = /design/flow/constraint.sdc
export NUM_CORES = 4
export LEC_CHECK = 1
export CORE_UTILIZATION = 50
==> constraint.sdc <==
current_design dmem

set clk_period 32.2
set clk_io_pct 0.2

create_clock -name clk0 -period $clk_period [get_ports {clk}]

set non_clock_inputs [all_inputs -no_clocks]
set_input_delay [expr $clk_period * $clk_io_pct] -clock clk0 $non_clock_inputs
set_output_delay [expr $clk_period * $clk_io_pct] -clock clk0 [all_outputs]
==> results_dict.tcl <==
# metrics dict for downstream scripts
set metrics [dict create \
    status "finished, final reports clean" \
    worst_path_max_delay_cell "or4b_1" \
    number_of_antenna_violations_at_the_first_check_in_global_routing 25 \
    final_hold_viol_count 0 \
    min_from "wd[6]" \
    power.share.clock 0.413 \
    worst-endpoint-arrival_ns 11.82 \
    core_um2 155000 \
    dr.first_iter.drc_count 2640 \
    synth_area_um2 78300 \
    crit_path_start_kind "input port" \
    intPower_w 0.00435 \
    slew_violations 0 \
    htree_num_levels 4 \
    total_of_fill_cells_in_the_finished_design 11300 \
    first_pass_iters 6 \
    vias 41600 \
    warning_total_across_the_stage_logs 52 \
    whs_endpoint "RAM[49][6]" \
    dp.final_hpwl_um 123000 \
    grt_most_used_layer "met2" \
    worst_slew_margin_rel 0.300 \
    cts_tree "built" \
    max-clock-path-buffers 3 \
    finalCriticalPeriod_ns 18.26 \
    setup_viol_count_final 0 \
    min_path_type "input port to flop" \
    final_min_period_over_clock_period 0.567 \
    timing_worst_setup_path_type "input port to primary output" \
    grt_first_pass_wirelength_um 309000 \
    power_switching_w 0.00121 \
    edf_count 2048 \
    std_cell_rows 144 \
    detail_route.vias_per_cell 6.31 \
    gr-usage-met2 0.428 \
    ctsRootBufferMaster "clkbuf_16" \
    clk_pin_slew_worst_paths_ns 0.06 \
    area_delta_synth_final_pct 13.3 \
    irDropWorstVdd_mv 0.0545 \
    clock.fmax_mhz 54.8 \
    drv.max_cap_violation_count 0 \
    cts_sinks 2048 \
    postCtsResizedCells 0 \
    wl_um 216000 \
    ys_chip_area_um2 78300 \
    pin_count_of_the_biggest_net_entering_global_routing 98 \
    final_common_cell "edfxtp_1" \
    io_pins 98 \
    sequentialPowerShare 0.531 \
    dieArea_um2 158000 \
    power_density_cells_nw_per_um2 62.7 \
    yosys_cell_count 4207 \
    postRouteAntennaNets 0 \
    floorplan.die.height_um 398 \
    power.share.combinational 0.056 \
    rsz_0062_raised_after_global_routing "false" \
    syn-instance-count 4207 \
    drt_drc_violations_left 0 \
    synth.yosys.warnings 1 \
    ys_types 55 \
    grt_util_met3 0.241 \
    end_kind "primary output" \
    power_w 0.00556 \
    groute.layer.met1.usage 0.422 \
    layout_top_cells "2048 x edfxtp_1, 259 x mux2i_1, 205 x clkbuf_16" \
    power.share.switching 0.218 \
    asyncSetResetFlopFracSynth 0 \
    hold_depth 1 \
    critical_path_peak_fanout 47 \
    grt_pass1_vias 43300 \
    gpl.final_weighted_congestion 0.920 \
    cp-startpoint "a[2]" \
    postCtsHoldBufs 0 \
    share_of_layout_cells_above_drive_strength_1 0.185 \
    critical-path-max-stage-delay_ns 0.80 \
    floorplan.core_util 0.506 \
    groute.usage.overall 0.313 \
    postSynthAreaPerCell_um2 18.6 \
    p_leak_nw 28.4 \
    yosys.stat.seqShare 0.786 \
    wl_per_cell_um 32.8 \
    main_flop_type_after_synthesis "edfxtp_1" \
    critical-path-top-cell-by-count "buf_4" \
    cts_post_setup_buffers_inserted 0 \
    port_buffers 71 \
    numSynthFlops 2048 \
    worst-slew-pin-transition_ns 1.04 \
    overflow 0 \
    dieWidth_um 398 \
    worst-endpoint-required_ns 25.76 \
    largest_reg_flops 2048 \
    cp_cell_sequence "buf_8 -> buf_4 -> buf_4 -> buf_4 -> nand2b_2 -> buf_4 -> o22a_1 -> a21oi_1 -> or4b_1 -> or4_1 -> clkdlybuf4s50_1" \
    totalNegativeSetupSlack_ns 0 \
    numCtsBuffers 204 \
]
-- through the flow --
| stage | instances | hold WS [ns] | area, um^2 | util | setup WS, ns |
|---|---|---|---|---|---|
| final | 6588 | 5.85 | 88700 | 0.573 | 13.94 |
| after global routing | 6586 | 5.80 | 88700 | 0.573 | 13.79 |
| after CTS | 6586 | 5.80 | 88700 | 0.573 | 13.98 |
| after detailed placement | 6219 | 6.69 | 82200 | 0.531 | 13.99 |
| after global placement | 6219 | 6.70 | 82200 | 0.531 | 13.96 |
| after floorplan | 4207 | 6.54 | 78300 | - | 17.21 |
-- critical path, delay by kind of cell --
kind            cells  cell delay, ns
compound gates      2            0.37
buf+inv             6            2.99
simple gates        3            1.90
-- metal layers --
layer	vias up	routed length, um
li1	17900	-
met3	364	39000
met5	-	221
met4	34	7220
met1	20800	71800
met2	2522	98000
-- power by group through the flow --
stage / clock, W / sequential (W) / combinational (W)
4_1_cts: 0.00233 / 0.00296 / 0.000311
5_1_grt: 0.00243 / 0.00296 / 0.000333
6_report: 0.00230 / 0.00296 / 0.000311
-- final cells by class --
cell class              count  area (um^2)  share of cell area
repair buffers            266         2040              0.0230
clock inverters           121         1190              0.0135
inverters                   2         15.0            0.000169
well taps                2044         2560              0.0288
clock buffers             246         5280              0.0596
multi-input cells        1859        16100               0.181
flip-flops and latches   2048        61500               0.693
diodes                      2         5.00           0.0000564
-- synth_stat cells (43+ instances only) --
library cell,n,area (um^2)
edfxtp_1,2048,61500
mux2i_1,259,2590
a22oi_1,188,1410
a221oi_1,175,1530
clkbuf_1,168,631
mux2_2,147,1660
nor2_1,145,544
a21oi_1,121,606
mux4_2,96,2160
o22ai_1,93,582
and3_1,85,532
o21ai_0,84,420
buf_2,83,415
o22a_1,70,613
a22o_1,66,578
nand3_1,54,270
a31oi_1,43,269
-- kinds of logic (layout without fill, tap and decap cells) --
kind of cell / after synthesis / count (layout) / synth area share
other cells: 0 / 2 / 0
buf+inv: 300 / 635 / 0.0170
mux: 502 / 502 / 0.0819
compound gates: 933 / 933 / 0.0873
flops: 2048 / 2048 / 0.786
simple gates: 424 / 424 / 0.0283
-- worst max-delay path by stage --
stage / end / slack [ns] / depth (start not counted)
final: rd[13] / 13.94 / 11
after global routing: rd[21] / 13.79 / 11
after CTS: rd[17] / 13.98 / 11
Power is estimated from default activity; no workload was simulated.
